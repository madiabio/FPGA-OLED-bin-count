File: /design/flow/design.v
module btn_sync_debounce #(
	parameter int unsigned CLK_HZ = 50_000_000,  
	parameter int unsigned DEBOUNCE_MS = 5  
)(
	input  logic clk,         
	input  logic rst_n,       
	input  logic btn_raw,     
	output logic level,       
	output logic rise,        
	output logic fall         
);
	logic btn_meta, btn_sync;
	always_ff @(posedge clk, negedge rst_n) begin
	  if (!rst_n) begin		 
			btn_meta <= 1'b0;
			btn_sync <= 1'b0;
	  end else begin			 
			btn_meta <= btn_raw;
			btn_sync <= btn_meta;
	  end
	end
	localparam int unsigned DEBOUNCE_CYCLES = (CLK_HZ/1000) * DEBOUNCE_MS;
	localparam int W = $clog2(DEBOUNCE_CYCLES);		    
	logic [W-1:0] db_cnt;										 
	logic btn_level;												 
	always_ff @(posedge clk or negedge rst_n) begin
		if (!rst_n) begin  
			db_cnt <= '0;
			btn_level <= 1'b0;
		end else if (btn_sync == btn_level) begin  
			db_cnt <= '0;  
		end else begin  
			if (db_cnt == DEBOUNCE_CYCLES-1) begin  
				btn_level <= btn_sync;  
				db_cnt <= '0;  
			end else begin 
				db_cnt <= db_cnt+1;  
			end
		end
	end
	logic btn_level_d;
	always_ff @(posedge clk or negedge rst_n) begin  
	  if (!rst_n) begin  
			btn_level_d <= 1'b0;
	  end else begin  
			btn_level_d <= btn_level;
	  end
	end
	assign level = btn_level;
	assign rise  =  btn_level & ~btn_level_d;   
	assign fall  = ~btn_level &  btn_level_d;   
endmodule
File: /design/flow/run.sh
#!/bin/bash
# OpenROAD 26Q1-2900-gdf79404cd8, Yosys 0.63+post, stock flow scripts
make -C /OpenROAD-flow-scripts/flow DESIGN_CONFIG=/design/flow/config.mk WORK_HOME=/design/flow/orfs finish
File: /design/flow/config.mk
export PLATFORM = sky130hd
export DESIGN_NAME = btn_sync_debounce
export DESIGN_NICKNAME = btn_sync_debounce
export VERILOG_FILES = /design/flow/design.v
export SDC_FILE = /design/flow/constraint.sdc
export NUM_CORES = 4
export LEC_CHECK = 1
export CORE_AREA = 10 10 106 106
export DIE_AREA = 0 0 116 116
File: /design/flow/constraint.sdc
current_design btn_sync_debounce

set clk_period 2.4
set clk_io_pct 0.2

create_clock -name clk0 -period $clk_period [get_ports {clk}]

set non_clock_inputs [all_inputs -no_clocks]
set_input_delay [expr $clk_period * $clk_io_pct] -clock clk0 $non_clock_inputs
set_output_delay [expr $clk_period * $clk_io_pct] -clock clk0 [all_outputs]
==> reports/qor.json <==
{
  "run_status": {"value": "complete, no violations"},
  "areaGrowthSynthToFinish": {"value": 22.5, "unit": "%"},
  "cts_htree_levels": {"value": 1},
  "rsz_0062_raised_after_global_routing": {"value": "false"},
  "postSynthCellCount": {"value": 102},
  "worst-path-buf-inv": {"value": 1},
  "arrival": {"value": 2120, "unit": "ps"},
  "drt_drc_violations_left": {"value": 0},
  "finalSetupViolations": {"value": 0},
  "final_cells": {"value": 219},
  "rows": {"value": 34},
  "topCellsByArea": {"value": "sky130_fd_sc_hd__dfrtp_1, sky130_fd_sc_hd__xnor2_1, sky130_fd_sc_hd__nor2_1"},
  "layout-drive-gt1-share": {"value": 0.117},
  "synth-xor-area-share": {"value": 0.123},
  "max_cap_violations": {"value": 0},
  "detail_route.antenna_diodes": {"value": 0},
  "ys_warn_count": {"value": 1},
  "p_seq_frac": {"value": 0.571},
  "timing.critical_path.to_type": {"value": "register"},
  "io-pin-count": {"value": 6},
  "floorplan.core_area": {"value": 8850, "unit": "sq um"},
  "top_area_frac": {"value": 0.516},
  "grt_first_pass_wirelength": {"value": 3480, "unit": "microns"},
  "cp-start-kind": {"value": "register"},
  "most_common_cell": {"value": "sky130_fd_sc_hd__dfrtp_1"},
  "log.warning_count": {"value": 25},
  "avgRoutedWirePerCell": {"value": 8.70, "unit": "microns"},
  "holdBufCountCts": {"value": 0},
  "critical_path.slowest_cell": {"value": "sky130_fd_sc_hd__o41ai_4"},
  "netlist.top_cell.by_area": {"value": "sky130_fd_sc_hd__dfrtp_1"},
  "share_comb_of_total_power": {"value": 0.040},
  "timing.setup.tns": {"value": 0, "unit": "ps"},
  "gr-total-overflow": {"value": 0},
  "synth-async-reset-ratio": {"value": 1.00},
  "tritoncts_clock_tree": {"value": "done"},
  "cts_clock_pin_slew_for_the_worst_setup_and_hold_paths": {"value": 80, "unit": "ps"},
  "ys_top_logic_family": {"value": "simple AND/OR/NAND/NOR gates"},
  "reg2reg_setup_slack": {"value": 420, "unit": "ps"},
  "synth_stat.cells": {"value": 102},
  "num-fill-cells": {"value": 993},
  "numClockSinks": {"value": 22},
  "timing.final.max_slew_violations": {"value": 0},
  "routed_wirelength": {"value": 1910, "unit": "microns"},
  "finalClockSkew": {"value": 4.50, "unit": "ps"},
  "synth-adder-area-share": {"value": 0.0117},
  "avgViaCountPerCell": {"value": 3.48},
  "fin_util": {"value": 0.148},
  "ir_drop_worst_case_vdd": {"value": 177, "unit": "uV"},
  "synth.cell_area": {"value": 1070, "unit": "sq um"},
  "maximum_fanout_encountered_on_the_critical_timing_path": {"value": 14},
  "synth_sequential_area_ratio": {"value": 0.516},
  "routability_congestion_estimate_from_global_placement": {"value": 0.805},
  "worst_slack": {"value": 420, "unit": "ps"},
  "worstPathCellList": {"value": "ha_1, nand4_1, o41ai_4, buf_4, a21oi_1"},
  "flops_after_synth": {"value": 22},
  "antenna_found_initial": {"value": 0},
  "clkPwrFrac": {"value": 0.389},
  "path_class": {"value": "register to register"},
  "compound_cell_area_share_of_the_yosys_netlist": {"value": 0.0481},
  "power-per-cell-area": {"value": 512, "unit": "nW/um^2"},
  "switching_part_of_the_total_power": {"value": 0.204},
  "cts_inserted_buffers": {"value": 3},
  "grt_start_max_net_pins": {"value": 23},
  "finalWorstPathRequiredPeriod": {"value": 1980, "unit": "ps"},
  "synth_chip_area": {"value": 1070, "unit": "sq um"},
  "ys_types": {"value": 27},
  "synth.top_cells.by_count": {"value": "sky130_fd_sc_hd__dfrtp_1, sky130_fd_sc_hd__nor2_1, sky130_fd_sc_hd__xnor2_1"},
  "die_area": {"value": 13500, "unit": "sq um"},
  "ys_sh_simple": {"value": 0.270},
  "worst_pin_slew": {"value": 393, "unit": "ps"},
  "drt_pass1_iterations": {"value": 4},
  "internal-power": {"value": 533, "unit": "uW"},
  "max_fclk": {"value": 0.505, "unit": "GHz"},
  "die_width": {"value": 116, "unit": "microns"},
  "timing.hold.worst.class": {"value": "register to register"},
  "fin_crit_sh": {"value": 0.825},
  "die_y": {"value": 116, "unit": "microns"},
  "global_route.usage.total": {"value": 0.0306},
  "max_stage_delay": {"value": 570, "unit": "ps"},
  "place_hpwl": {"value": 1400, "unit": "microns"},
  "cpLargestDelayFamily": {"value": "AND-OR/OR-AND gates"},
  "enable_flop_cells": {"value": 0},
  "ff_type": {"value": "sky130_fd_sc_hd__dfrtp_1"},
  "via_count_of_the_first_global_routing_pass": {"value": 741},
  "pre_cts_setup_slack": {"value": 410, "unit": "ps"},
  "clock_tree.buffer_depth": {"value": 2},
  "floorplan.core_util": {"value": 0.121},
  "reported_net_switching_power": {"value": 136, "unit": "uW"},
  "post_cts.repair.setup_buffers": {"value": 0},
  "cp.required": {"value": 2540, "unit": "ps"},
  "cts-root-buf": {"value": "sky130_fd_sc_hd__clkbuf_8"},
  "hold_viol": {"value": 0},
  "ys_sh_mux": {"value": 0.0106},
  "placed_cells_incl_taps": {"value": 215},
  "routed-via-count": {"value": 762},
  "syn-mean-instance-area": {"value": 10.5, "unit": "sq um"},
  "worstSkewPairLatency": {"value": 260, "unit": "ps"},
  "cts.repair.resized": {"value": 0},
  "max_slew_margin": {"value": 0.737},
  "p_leak": {"value": 0.000498, "unit": "uW"},
  "count_of_buffers_inserted_at_the_top_level_ports": {"value": 5},
  "first_iter_violations": {"value": 53},
  "ant_nets": {"value": 0}
}
layer usage:
layer | vias to the layer above | wire length [microns] | track usage
met2 | 16 | 855 | 0.0440
met1 | 372 | 962 | 0.0457
met3 | 0 | 87 | 0.00837
met5 | - | 0 | 0
li1 | 374 | - | -
met4 | 0 | 0 | 0.00417
sequential cells by signal (all words and copies together), names as in the netlist:
register,count
db_cnt,18
btn_level,1
btn_level_d,1
btn_meta,1
btn_sync,1
layout make-up:
cell class / count / area [sq um] / share of cell area
repair buffers: 7 / 65.1 / 0.0498
multi-input cells: 76 / 494 / 0.378
well taps: 108 / 135 / 0.103
flip-flops and latches: 22 / 551 / 0.421
inverters: 2 / 7.51 / 0.00574
clock buffers: 4 / 55.1 / 0.0421
power by group through the flow:
stage	registers, uW	clock network (uW)	logic [uW]
after CTS	382	273	28.3
after global routing	383	283	32.0
final	382	260	27.1
worst paths after layout:
path,depth (start not counted),end,start
max,5,db_cnt[7],db_cnt[0]
min,0,btn_sync,btn_meta
max reg2reg,5,db_cnt[7],db_cnt[0]
min reg2reg,0,btn_sync,btn_meta
max in group asynchronous,2,db_cnt[14],rst_n
min in group asynchronous,2,db_cnt[9],rst_n
cell families (layout without fill, tap and decap cells):
logic type	after synthesis	count (layout)
xor gates and xnor gates	15	15
buffers and inverters	4	13
AOI/OAI and AO/OA	5	5
and+or+nand+nor	54	54
adders and majority gates	1	1
muxes	1	1
DFF	22	22
through the flow:
stage	total power, uW	hold slack [ps]	area, sq um
final	669	350	1310
after detailed placement	417	335	1250
after global placement	416	335	1250
after floorplan	402	184	1070
after global routing	698	355	1310
after CTS	683	353	1310
placed cells by master (no fill, tap or decap), types with 4 or more instances in the layout:
| master | instances |
|---|---|
| sky130_fd_sc_hd__dfrtp_1 | 22 |
| sky130_fd_sc_hd__xnor2_1 | 10 |
| sky130_fd_sc_hd__nor2_1 | 18 |
| sky130_fd_sc_hd__nand2_1 | 6 |
| sky130_fd_sc_hd__xor2_1 | 5 |
| sky130_fd_sc_hd__clkbuf_8 | 4 |
| sky130_fd_sc_hd__nand3_1 | 6 |
| sky130_fd_sc_hd__nand4_1 | 5 |
| sky130_fd_sc_hd__nor4_1 | 7 |
| sky130_fd_sc_hd__clkdlybuf4s50_1 | 5 |
Power and IR drop assume default switching activity.
